### design/flow/config.mk
export PLATFORM = sky130hd
export DESIGN_NAME = pic16f84_clock
export DESIGN_NICKNAME = pic16f84_clock
export VERILOG_FILES = /design/flow/design.v
export SDC_FILE = /design/flow/constraint.sdc
export NUM_CORES = 4
export LEC_CHECK = 1
export CORE_AREA = 10 10 70 70
export DIE_AREA = 0 0 80 80
### design/flow/constraint.sdc
current_design pic16f84_clock

set clk_period 2.3
set clk_io_pct 0.2

create_clock -name clk0 -period $clk_period [get_ports {clk}]

set non_clock_inputs [all_inputs -no_clocks]
set_input_delay [expr $clk_period * $clk_io_pct] -clock clk0 $non_clock_inputs
set_output_delay [expr $clk_period * $clk_io_pct] -clock clk0 [all_outputs]
### design/flow/design.v
module pic16f84_clock ( clk, vdd, vss, mclr, q1, q2, q3, q4, clk_out ) ;
   input wire [0:0] clk;
   input wire [3:0] vdd;
   input wire [3:0] vss;
   input wire [0:0] mclr;
   output reg [0:0] q1;
   output reg [0:0] q2;
   output reg [0:0] q3;
   output reg [0:0] q4;
   output reg [0:0] clk_out;
   reg [1:0] phase_counter = 2'b00;
always @(posedge clk) begin
   if ((vdd <= 4'b0110 && vdd >= 4'b0010) && vss == 4'b0000 ) begin
      if (!mclr) begin
        phase_counter <= 2'b00;
        q1 <= 1'b0;
        q2 <= 1'b0;
        q3 <= 1'b0;
        q4 <= 1'b0;
        clk_out <= 1'b0;
      end
      else begin
         case (phase_counter)
            2'b00: begin
               q1 <= 1'b1;
               q2 <= 1'b0;
               q3 <= 1'b0;
               q4 <= 1'b0;
               clk_out <= 1'b0;
            end
            2'b01: begin
               q1 <= 1'b0;
               q2 <= 1'b1;
               q3 <= 1'b0;
               q4 <= 1'b0;
               clk_out <= 1'b0;
            end
            2'b10: begin
               q1 <= 1'b0;
               q2 <= 1'b0;
               q3 <= 1'b1;
               q4 <= 1'b0;
               clk_out <= 1'b1;
            end
            2'b11: begin
               q1 <= 1'b0;
               q2 <= 1'b0;
               q3 <= 1'b0;
               q4 <= 1'b1;
               clk_out <= 1'b1;
            end
         endcase
         phase_counter <= phase_counter + 1'b1;
      end
   end
   else begin
      phase_counter <= 2'b00;
      q1 <= 1'b0;
      q2 <= 1'b0;
      q3 <= 1'b0;
      q4 <= 1'b0;
      clk_out <= 1'b0;
   end
end
endmodule
### design/flow/run.sh
#!/bin/bash
# OpenROAD 26Q1-2900-gdf79404cd8, Yosys 0.63+post, stock flow scripts
make -C /OpenROAD-flow-scripts/flow DESIGN_CONFIG=/design/flow/config.mk WORK_HOME=/design/flow/orfs finish
==> changes_impl.md <==
### Implementation results

* Outcome: finished, final reports clean
* Core Area at 3420 um2
* Final Hold Fails at 0
* ANT nets after route at 0
* Cell Pwr Density at 465 nW/um2
* Critical Path Start: clk_out
* FF-to-FF setup slack at 1.32 ns
* Slowest CP cell: clkdlybuf4s50_1
* Largest net degree at the start of global routing at 8
* Synthesized area per cell at roughly 12 um2
* Post-DP HPWL at around 570 um
* Pwr Total at ~240 uW
* RSZ-0062 raised after global routing: false
* Clock Latency Late Sink at 0.22 ns
* OpenROAD warning count at approximately 46
* FF-to-FF End: phase_counter[1]
* Routed wire per std cell at 7.59 um
* Layout area overhead at 77.8%
* Clk sinks at 7
* Yosys warnings at 1
* Fin crit share at 0.629
* # Post-CTS Setup Buffers at 0
* Final worst setup slack at 0.854 ns
* Top cells by area: dfxtp_1 49%, ha_1 17%, and3_1 13%
* Area leader share at 0.487
* Endpoints failing setup at 0
* Min Clock Period, post-route at 1.45 ns
* Tot GR Track Use at 0.0223
* Die area at 6400 um2
* CTS tree: built
* Basic Gates by Area at 0.278
* Buf/Inv on CP at 1
* Reg2Reg Depth at 3
* Clock transition at path regs at 0.04 ns
* Port buffer count at 14
* CTS buffer count at 3
* Initial antenna violation count at 0
* Post-synth top area cell: dfxtp_1
* Multiplexer share of the synthesized area at 0
* Hold WC Path Type: flop to flop
* DR pass1 iterations at 2
* Reg2Reg Launch Point: phase_counter[0]
* Fa+ha+maj area frac at 0.174
* Headroom to the max-slew limit at 0.761
* Worst Path Max Fanout at 1
* Main logic family: simple AND/OR/NAND/NOR gates
* Seq share, synth at 0.487
* H-tree levels at 1
* # DRC at 0
* Die Y at approximately 80 um
* Setup TNS Final at 0 ns
* Xor+xnor area frac at 0
* CP required at 1.84 ns
* Slew @ Worst Pin at 0.355 ns
* Max frequency at 692 MHz
* Routed WL at 668 um
* Clk buf depth at 2
* Die W at 80 um
* Worst setup EP type: output pin
* I/O pin count at 15
* Worst vdd ir at 0.120 mV
* Synth Instances at 24
* Via-to-Cell Ratio at between 2 and 3
* Congestion Overflow GR at 0
* Synthesized cell area at 288 um2
* Worst path max stage delay at 0.46 ns
* Ys flops at 7
* Final Skew at 0.000770 ns
* Antenna diodes at 0
* Layout cells sized above 1 at 0.119
* Crit-path cells: clkdlybuf4s50_1
* Yosys stat chip area at 288 um2
* Worst path depth at 1
* Post-CTS sizing at 0
* Yosys cell count at 24
* Dpl cells at between 80 and 90
* Hold bufs inserted after CTS at 0
* Place WS at 0.693 ns
* WS Path Type: flop to output pin
* Max Cap Viol at 0
* Top delay family on crit path: buffers and inverters
* Non-Filler Instances at 88
* Row count at 21
* Vias post-DR at ~220
* Worst setup path end: clk_out[0]
* AO/OA Area Share at 0.0348
* Worst Setup Start Kind: flop
* DRT iter0 DRCs at 20
* Initial Utilization at 0.0842
* Worst EP arrival at around 0.99 ns
* Slew Limit Fails at 0
* First-pass GRT wire length at 1060 um
* Synth cell types at 9
* LEAKAGE at 0.000220 uW
* Fin util at 0.150
* Root buf cell: clkbuf_4
* GPL Wtd Cong at 0.677
* Vias in the first global route at 235
-- cell type report --
class | instances | area (um2)
Clock buffer | 4 | 26.3
Sequential cell | 7 | 140
Fill cell | 401 | 2900
Inverter | 2 | 7.51
Timing Repair Buffer | 14 | 140
Tap cell | 46 | 57.6
Multi-Input combinational cell | 15 | 140
-- layer usage --
layer	track usage	share of wire	wire length, um	vias to the layer above
li1	-	-	-	119
met1	0.0242	0.41	271	91
met2	0.0281	0.38	253	13
met3	0.0273	0.21	143	0
met4	0.00176	0	0	0
met5	0	0	0	-
-- Yosys cell counts --
cell,number
and3_1,6
o211a_1,1
nor2_1,1
nand3_1,1
dfxtp_1,7
and4bb_2,1
inv_1,2
nor4_4,1
ha_1,4
-- logic make-up after synthesis --
| kind of cell | count (synthesis) |
|---|---|
| compound gates | 1 |
| fa+ha+maj | 4 |
| buf+inv | 2 |
| flops | 7 |
| simple gates | 10 |
-- worst min-delay path by stage --
stage	start	to	slack, ns	cells past startpoint
CTS	phase_counter[0]	phase_counter[0]	0.60	2
global route	phase_counter[0]	phase_counter[0]	0.62	2
finish	phase_counter[0]	phase_counter[0]	0.59	2
-- cells in the final DEF, fill, tap and decap left out --
cell / netlist / layout
and3_1: 6 / 6
and4bb_2: 1 / 1
clkdlybuf4s50_1: 0 / 14
nor2_1: 1 / 1
clkbuf_4: 0 / 3
inv_1: 2 / 2
nor4_4: 1 / 1
dfxtp_1: 7 / 7
o211a_1: 1 / 1
nand3_1: 1 / 1
ha_1: 4 / 4
clkbuf_1: 0 / 1
-- where the power goes --
part	total [uW]	switching (uW)	internal, uW
registers	122	0.148	122
clock network	92.9	27.9	65.0
logic	22.9	6.70	16.2
total	238	34.7	203
-- state kept, by name (all words and copies together), names as in the netlist --
name / flops
phase_counter: 2
clk_out: 1
q1: 1
q2: 1
q3: 1
q4: 1
-- through the flow --
stage               instance area [um2]  hold WS (ns)
finish                              512         0.594
global placement                    485         0.578
detailed placement                  485         0.586
floorplan                           288         0.545
CTS                                 512         0.599
global route                        512         0.617
Power and IR drop assume default switching activity.
